===== /design/flow/run.sh =====
#!/bin/bash
# OpenROAD 26Q1-2900-gdf79404cd8, Yosys 0.63+post, stock flow scripts
make -C /OpenROAD-flow-scripts/flow DESIGN_CONFIG=/design/flow/config.mk WORK_HOME=/design/flow/orfs finish

===== /design/flow/config.mk =====
export PLATFORM = sky130hd
export DESIGN_NAME = Semaphore
export DESIGN_NICKNAME = Semaphore
export VERILOG_FILES = /design/flow/design.v
export SDC_FILE = /design/flow/constraint.sdc
export NUM_CORES = 4
export LEC_CHECK = 1
export CORE_UTILIZATION = 30

===== /design/flow/constraint.sdc =====
current_design Semaphore

set clk_period 6.1
set clk_io_pct 0.2

create_clock -name clk0 -period $clk_period [get_ports {clk}]

set non_clock_inputs [all_inputs -no_clocks]
set_input_delay [expr $clk_period * $clk_io_pct] -clock clk0 $non_clock_inputs
set_output_delay [expr $clk_period * $clk_io_pct] -clock clk0 [all_outputs]

===== /design/flow/design.v =====
module Semaphore #(
    parameter CLK_FREQ = 100_000_000   
) (
    input wire clk,          
    input wire rst_n,        
    input wire pedestrian,   
    output wire green,       
    output wire yellow,      
    output wire red          
);
    localparam [2:0]
        RED    = 3'b100,   
        YELLOW = 3'b010,   
        GREEN  = 3'b001;   
    localparam integer
        RED_TIME    = CLK_FREQ * 5,     
        GREEN_TIME  = CLK_FREQ * 7,     
        YELLOW_TIME = CLK_FREQ / 2;     
    reg [2:0] state, next_state;     
    reg [31:0] counter;              
    always @(posedge clk or negedge rst_n) begin
        if (!rst_n) begin
            state <= RED;    
            counter <= 32'd0;  
        end else begin
            state <= next_state;   
            if (state != next_state)   
                counter <= 32'd0;
            else
                counter <= counter + 1;   
        end
    end
    always @(*) begin
        case (state)
            RED: begin
                if (counter >= RED_TIME - 1)   
                    next_state = GREEN;       
                else
                    next_state = RED;         
            end
            GREEN: begin
                if (pedestrian)             
                    next_state = YELLOW;    
                else if (counter >= GREEN_TIME - 1)   
                    next_state = YELLOW;    
                else
                    next_state = GREEN;     
            end
            YELLOW: begin
                if (counter >= YELLOW_TIME - 1)   
                    next_state = RED;          
                else
                    next_state = YELLOW;       
            end
            default: next_state = RED;   
        endcase
    end
    assign red    = (state == RED);     
    assign yellow = (state == YELLOW);  
    assign green  = (state == GREEN);   
endmodule

==> flow_summary_export.csv <==
group,metric,value,unit
run_status,status,"finished, final reports clean",
layout,seqCellArea,877,sq um
run,cap_violations,0,
layout,logic_area,0.00110,sq mm
global_route,overflow,0,
synth,top_area_cell,"dfrtp_1",
sta,period_needed,2.93,ns
sta,slew_headroom,0.469,
synth,topCellsByArea,"dfrtp_1 41%, xnor2_1 8.8%, a31oi_1 8.7%, nand3_1 3.6%, nor3_1 3.6%",
drt,routed_via_density,5.53,
floorplan,fp.dieH,85.5,um
worst_setup_path,cp-end-kind,"output port",
worst_setup_path,critPathRequiredTime,4.88,ns
floorplan,die_w,85.5,um
synth,synth_cells,224,
synth,edf_count,0,
drt,wirelength,4630,um
layout,fin_util,0.334,
sta,fin_crit_sh,0.480,
synth,yosys-stat-cells,224,
synth,synth_area,0.00209,sq mm
placement,numPortBuffers,5,
clock_tree,cts_tree,"done",
clock_tree,cts.repair.resized,0,
synth,ys_chip_area,0.00209,sq mm
worst_setup_path,crit_type,"reg -> out",
synth,synth.most_common_cell,"dfrtp_1",
drt,drtAntennaViolNets,0,
placement,place_area,0.00218,sq mm
drt,wl_per_cell,15.3,um
pwr,ir_drop,0.174,mV
synth,ys_types,45,
global_route,grt_antenna_before_repair,0,
clock_tree,cts_setup_buffers,0,
sta,fin_worst_skew,0.00664,ns
sta,timing.hold.ws,0.490,ns
pwr,power.leakage,0.792,nW
global_route,grt_use_total,0.143,
sta,worst_pin_slew,0.797,ns
clock_tree,clk_path_buf_depth,2,
synth,ff_type,"dfrtp_1",
global_route,grt_pass1_wl,8220,um
global_route,grt_pass1_vias,1662,
floorplan,core_area,0.00676,sq mm
worst_setup_path,cp_max_fo,3,
sta,finalSetupViolations,0,
synth,synth_top_area_share,0.407,
clock_tree,hold_buffers,0,
placement,gp_congestion,0.824,
sta,rsz0062_at_grt,"no",
floorplan,fp-row-count,30,
run,tool_warnings,25,
clock_tree,clk_pin_slew_worst_paths,0.06,ns
floorplan,io_pins,6,
sta,drv_slew,0,
sta,finalHoldViolations,0,
global_route,grt_max_degree,36,
floorplan,die_area,0.00731,sq mm
drt,vias,1675,
placement,dp_hpwl,3050,um
worst_setup_path,cp-start-kind,"flop",
clock_tree,htreeDepth,2,
drt,antenna_cells,0,
layout,fill_cells,687,
drt,firstDrtPassIters,4,
pwr,powerDensity,216,mW/mm^2
layout,drive_gt1_frac,0.0852,
drt,drc,0,
synth,async_flop_share,1.00,
synth,common_cells,"34 x dfrtp_1, 29 x a31oi_1, 21 x xnor2_1",
layout,area_growth,7.83,%
synth,yosys_warnings,1,
clock_tree,cts-root-buf,"clkbuf_8",
synth,synth-seq-cells,35,
clock_tree,insertion_delay,0.29,ns
clock_tree,cts_inserted_buffers,5,
drt,drtIter0Drc,185,
layout,fin_area,0.00226,sq mm
sta,fmax,342,MHz
worst_hold_path,hold_path.class,"reg -> reg",
synth,synth_area_per_cell,9.34,sq um
worst_setup_path,arrival,1.70,ns
clock_tree,cts_sinks,35,
synth,synth-seq-area-share,0.419,
floorplan,core_util_floorplan,0.310,
sta,setup_tns,0,ns
per-stage QoR:
step / instances / power, W / setup WS (ns)
floorplan: 225 / 0.000297 / 4.14
global placement: 295 / 0.000330 / 3.44
detailed placement: 295 / 0.000331 / 3.43
CTS: 303 / 0.000494 / 3.18
global route: 303 / 0.000513 / 3.07
finish: 303 / 0.000487 / 3.18
registers in the layout (all words and copies together) (netlist names):
register / cells
counter: 32
state: 3
power breakdown:
part	internal (W)	switching, W	total [W]
sequential	0.000246	0.00000828	0.000254
combinational	0.0000304	0.0000414	0.0000719
clock	0.0000811	0.0000797	0.000161
layer usage:
metal,global-route usage,share of wire,up-vias
li1,-,-,819
met1,0.227,0.50,818
met2,0.220,0.45,33
met3,0.0225,0.040,5
met4,0.0182,0.0095,0
met5,0,0,-
logic make-up after synthesis:
logic type,Yosys count,synth area share
adder cells (fa/ha/maj),1,0.00598
XOR/XNOR,28,0.117
buffers and inverters,25,0.0556
flip-flops,35,0.419
AND/OR/NAND/NOR,87,0.249
AND-OR/OR-AND,47,0.151
other,1,0.00179
path summary, 6_finish.rpt:
check	slack [ns]	cells after the start	startpoint	endpoint
setup / recovery	3.18	2	state[2]	red
hold / removal	0.49	1	counter[0]	counter[0]
setup reg to reg	3.38	7	counter[0]	counter[4]
hold reg to reg	0.49	1	counter[0]	counter[0]
max in group asynchronous	4.58	1	rst_n	state[1]
min in group asynchronous	1.02	1	rst_n	counter[20]
critical path, stage by stage (launching register included):
cell             delay, ns
dfstp_2               0.53
nor3b_1               0.35
clkdlybuf4s50_1       0.54
placed cells by master, fill, tap and decap left out, drive strengths merged, types with 5 or more instances in the layout:
cell and instances:
dfrtp 34, nor2 10, a31oi 30, xor2 7
nand3 17, and3 5, nor3 15, nor4 6
xnor2 21, clkbuf 8, nand2 10, inv 7
final cells by class:
cell class | count | area share
Inverter | 7 | 0.0116
Timing Repair Buffer | 8 | 0.0300
Sequential cell | 35 | 0.389
Multi-Input combinational cell | 165 | 0.490
Clock buffer | 8 | 0.0355
Tap cell | 80 | 0.0444
Power and IR drop assume default switching activity.
